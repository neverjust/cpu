File: design.v
`timescale 1ns / 1ps
module CLA_16(X,Y,Cin,S,Cout);
    input[15:0]X,Y;
    input Cin;
    output[15:0]S;
    output Cout;
    wire Cout0,Cout1,Cout2;
    CLA_4 add0(X[3:0],Y[3:0],Cin,S[3:0],Cout0);
    CLA_4 add1(X[7:4],Y[7:4],Cout0,S[7:4],Cout1);
    CLA_4 add2(X[11:8],Y[11:8],Cout1,S[11:8],Cout2);
    CLA_4 add3(X[15:12],Y[15:12],Cout2,S[15:12],Cout);
endmodule
`timescale 1ns / 1ps
module CLA_4(X,Y,Cin,S,Cout);
    input [3:0]X,Y;
    input Cin;
    output [3:0]S;
    output Cout;
    or j0(J0,X[0],Y[0]);
    or j1(J1,X[1],Y[1]);
    or j2(J2,X[2],Y[2]);
    or j3(J3,X[3],Y[3]);
    and i0(I0,X[0],Y[0]);
    and i1(I1,X[1],Y[1]);
    and i2(I2,X[2],Y[2]);
    and i3(I3,X[3],Y[3]);
    not u0(U0,I0);
    not u1(U1,I1);
    not u2(U2,I2);
    not u3(U3,I3);
    and i4(I4,U0,J0);
    and i5(I5,U1,J1);
    and i6(I6,U2,J2);
    and i7(I7,U3,J3);
    nand v0(V0,Cin,J0);
    nand v1(V1,Cin,J0,J1);
    nand v2(V2,I0,J1);
    nand v3(V3,Cin,J0,J1,J2);
    nand v4(V4,I0,J1,J2);
    nand v5(V5,I1,J2);
    nand v6(V6,Cin,J0,J1,J2,J3);
    nand v7(V7,I0,J1,J2,J3);
    nand v8(V8,I1,J2,J3);
    nand v9(V9,I2,J3);
    nand v10(V10,V0,U0);
    nand v11(V11,V1,V2,U1);
    nand v12(V12,V3,V4,V5,U2);
    nand v13(Cout,V6,V7,V8,V9,U3);
    xor m0(S[0],Cin,I4);
    xor m1(S[1],V10,I5);
    xor m2(S[2],V11,I6);
    xor m3(S[3],V12,I7);
endmodule
File: run.sh
#!/bin/bash
# OpenROAD 26Q1-2900-gdf79404cd8, Yosys 0.63+post, stock flow scripts
make -C /OpenROAD-flow-scripts/flow DESIGN_CONFIG=/design/flow/config.mk WORK_HOME=/design/flow/orfs finish
File: constraint.sdc
current_design CLA_16

set clk_period 8.5
set clk_io_pct 0.2

create_clock -name clk0 -period $clk_period

set non_clock_inputs [all_inputs -no_clocks]
set_input_delay [expr $clk_period * $clk_io_pct] -clock clk0 $non_clock_inputs
set_output_delay [expr $clk_period * $clk_io_pct] -clock clk0 [all_outputs]
File: config.mk
export PLATFORM = sky130hd
export DESIGN_NAME = CLA_16
export DESIGN_NICKNAME = CLA_16
export VERILOG_FILES = /design/flow/design.v
export SDC_FILE = /design/flow/constraint.sdc
export NUM_CORES = 4
export LEC_CHECK = 1
export CORE_AREA = 10 10 82 82
export DIE_AREA = 0 0 92 92
==> flow_summary.yaml <==
# physical design summary
run_status:
  status: "complete, no violations"
critical_path:
  critPathMaxFanout: 6
  end_kind: "output port"
  slowest_stage: "clkdlybuf4s50_1"
  crit_path_frequent_cell: "clkdlybuf4s50_1"
  crit_required_ns: 6.80
  worst_setup_path_start_kind: "input port"
  crit_chain: "clkdlybuf4s50_1, inv_1, ha_1, nand2b_4, a2111o_1, a31oi_2, o21a_1, fa_1, clkdlybuf4s50_1"
  path_depth: 9
  path_delay_family: "buffers and inverters"
  max_stage_delay_ns: 0.53
  crit_buf_inv: 3
  critical_path_class: "input port to output port"
  crit_arrival_ns: 4.43
floorplan:
  initial_core_util_pct: 21.9
  ioPinCount: 50
  die_h_um: 92
  rows: 26
  die_area_um2: 8460
  core_area_um2: 5070
  die-width_um: 92
timing:
  fin_crit_ns: 6.13
  fmax_mhz: 163
  finalWorstSetupSlack_ns: 2.37
  fin_hold_ws_ns: 4.47
  hold_viol_final: 0
  slew_headroom_pct: 73.7
  period_used_pct: 72.1
  setup_tns_ns: 0
  setup_violations: 0
  rsz0062_at_grt: "no"
  maxSlewViolCount: 0
  worst_slew_pin_slew_ns: 0.394
synth:
  topCellsByArea: "ha_1 36%, inv_1 14%, fa_1 7.2%"
  yosys.area.top_type: "ha_1"
  ys_cells: 140
  yosys.cell_types.count: 37
  synth-area-yosys_um2: 1110
  synthCells: 140
  synth_seq_share_pct: 0
  syn_avg_cell_area_um2: 7.95
  yosysWarnings: 29
  top_area_share_pct: 36.0
  syn_area_um2: 1110
global_routing:
  grt_pass1_vias: 1048
  grt_pass1_wl_um: 4530
  grt_overflow_total: 0
  grt_antenna_before_repair: 0
  grt_usage_pct: 6.14
  grt_max_degree: 7
routing:
  met1_length_um: 1110
  ant_nets: 0
  n_antenna_cell: 0
  dr.max_layer_used: "met3"
  viasPerCell: 3.86
  firstDrtPassIters: 4
  drc: 0
  wl_per_cell_um: 10.2
  vias: 1004
  finalWirelength_um: 2660
  dr.first_iter.drc_count: 14
  met2_length_um: 1320
  met3WireLength_um: 230
placement:
  globalplace.congestion: 0.790
  hpwl_um: 2490
  portBuffers: 50
  pre_cts_slack_ns: 2.34
finish:
  fillers: 559
  num-clock-buffers: 0
  comb_area_um2: 955
  drive_above_1_share_pct: 3.68
  area_growth_pct: 52.9
  mostFrequentLayoutCells: "50 x clkdlybuf4s50_1, 42 x inv_1, 32 x ha_1"
  regArea_um2: 0
  seq_cell_count: 0
  mostFrequentLayoutCell: "clkdlybuf4s50_1"
min_path:
  min_to: "S[13]"
  hp-class: "input port to output port"
  min_path_cells: 5
  hp-start: "Y[13]"
cts:
  ctsHoldBuffers: 0
  cts_resized: 0
  postCtsSetupBuffers: 0
run:
  drv_cap: 0
  tool_warnings: 52
power:
  max-vdd-ir-drop_uv: 19.8
  powerDensity_nw_per_um2: 61.5
  p_leak_uw: 0.000839
cells by family (layout without fill, tap and decap cells):
kind of cell	Yosys count	in the layout	share of synthesized area (%)
buffers and inverters	42	92	14.2
AND-OR/OR-AND	25	25	18.8
XOR/XNOR	11	11	8.66
AND/OR/NAND/NOR	25	25	14.3
adder cells (fa/ha/maj)	36	36	43.2
multiplexers	1	1	0.900
cell type report:
class	instances	share of cell area [%]
inverter	42	9.27
multi-input combinational	98	56.1
timing repair buffer	50	29.4
tap	70	5.15
layer usage:
metal / up-vias / global-route usage [%]
met4: 0 / 0
met5: - / 0
met3: 0 / 2.14
met2: 25 / 11.3
li1: 553 / -
met1: 426 / 7.09
how the worst max path moves through the flow:
stage / end / start / slack (ns)
after CTS: S[12] / X[0] / 2.34
after global routing: S[13] / X[0] / 2.25
final: S[12] / X[0] / 2.37
synthesized netlist by cell type, types with 3 or more instances:
master and count:
a21oi_1 5, xnor2_1 3, nor2_1 6, ha_1 32, inv_1 42, nor3_1 3
xor2_1 8, nand2b_1 4, fa_1 4
power breakdown:
| part | switching (uW) | total, uW | internal [uW] |
|---|---|---|---|
| clock network | 0 | 0 | 0 |
| registers | 0 | 0 | 0 |
| logic | 37.1 | 105 | 67.4 |
metrics by stage:
stage          util, %  cell area, um^2  instances  total power, uW
2_1_floorplan        -             1110        140             43.3
3_3_place_gp      33.5             1700        260              107
3_5_place_dp      33.5             1700        260              107
4_1_cts           33.5             1700        260              108
5_1_grt           33.5             1700        260              119
6_report          33.5             1700        260              105
Power and IR drop assume default switching activity.
